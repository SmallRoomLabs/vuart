[./design.v]
`default_nettype none
module top(
 input EXTCLK, BUT1, BUT2,
 output reg LED1, LED2,
 input P65,
 output P66
);
uart uart(
  .SYSCLK(EXTCLK),
  .RESET(1'b0),
  .txData(txData),  
  .txStb(txStb),         
  .tx(P66),           
  .txRdy(txRdy),        
  .rx(P65),
  .rxData(rxData),
  .rxAck(rxAck),
  .rxRdy(rxRdy)
);
reg [7:0] txData=8'h55;
reg txStb=0;
wire txRdy;
wire [7:0] rxData;
reg rxAck=0;
wire rxRdy;
reg [24:0] dly=0;
always @(posedge EXTCLK) begin
  LED1 <= rxRdy;
  LED2 <=dly[24];
  dly<=dly+1;
  if (rxRdy) begin
    txData<=rxData+1;
    txStb<=1;
    rxAck<=1;
  end
  if (txStb==1) begin
    txStb<=0;
    rxAck<=0;
  end
end
endmodule
`default_nettype none
module uart (
  input SYSCLK,
  input RESET,
  input [7:0] txData,  
  input txStb,         
  output tx,           
  output txRdy,        
  input rx,
  output [7:0] rxData,
  input rxAck,
  output rxRdy
);
parameter XTAL              = 100_000_000;
parameter BAUD           = 9600;        
parameter BAUDDIVIDER8X     = XTAL/(BAUD*8);
parameter BAUDDIVIDER_WIDTH = $clog2(BAUDDIVIDER8X);
reg [BAUDDIVIDER_WIDTH-1:0] baud8x=0; 
reg baudTick8x=0;
reg [2:0] baudCnt=0;   
reg baudTick=0;        
always @(posedge SYSCLK) begin
  if (RESET) begin
  end
end
always @(posedge SYSCLK) begin
  baud8x <= baud8x + 1;
  if ({32'b0,baud8x}==BAUDDIVIDER8X-1) begin 
    baud8x <= 0;
    baudTick8x <= 1;
  end 
  if (baudTick8x) begin 
    baudTick8x <= 0;
    baudCnt<=baudCnt+1;
    if (baudCnt==0) baudTick<=1;
  end
  if (baudTick) baudTick <= 0;
end
reg [3:0] rxCnt=0;
reg [8:0] rxBuf=0;
reg [3:0] nextMiddle=0;
reg rxReady=0;
reg ping=0;
always @(posedge SYSCLK) begin
  if (rxAck) rxReady<=0;
  if (baudTick8x) begin
    if (rxCnt==0) begin
      if (~rx) begin
        nextMiddle <= 10;
        rxCnt <= rxCnt + 1;
        rxBuf <= 0;
        ping<=1;
        rxReady <= 0;
      end
    end else if (nextMiddle!=0) begin
      nextMiddle <= nextMiddle-1;
    end else begin
      ping<=1;
      rxBuf <= rxBuf >> 1;
      rxBuf[8] <= rx;
      rxCnt <= rxCnt+1;
      nextMiddle <= 7;
      if (rxCnt>8) begin
        rxCnt <= 0;
        rxReady <= 1;
      end
    end
  end
  if (ping) ping<=0;
end
assign rxData = rxBuf[7:0];
assign rxRdy = rxReady;
reg [9:0] txBuf=0;     
reg [3:0] txCnt=0;     
reg txTriggered=0;     
always @(posedge SYSCLK) begin
  if (txStb) begin
    txBuf <= {1'b0, ~txData, 1'b1};
    txTriggered <= 1;
  end else if (txTriggered & baudTick) begin
    txTriggered <= 0;
    txCnt <= 9;
  end else if (txCnt>0 & baudTick) begin
    txBuf <= txBuf >> 1;
    txCnt <= txCnt - 1;
  end
end
assign tx=~txBuf[0] | txTriggered;
assign txRdy=(txCnt==0) & ~txTriggered;
endmodule
[./run.sh]
#!/bin/bash
# OpenROAD 26Q1-2900-gdf79404cd8, Yosys 0.63+post, stock flow scripts
make -C /OpenROAD-flow-scripts/flow DESIGN_CONFIG=/design/flow/config.mk WORK_HOME=/design/flow/orfs finish
[./config.mk]
export PLATFORM = sky130hd
export DESIGN_NAME = top
export DESIGN_NICKNAME = top
export VERILOG_FILES = /design/flow/design.v
export SDC_FILE = /design/flow/constraint.sdc
export NUM_CORES = 4
export LEC_CHECK = 1
export CORE_UTILIZATION = 50
[./constraint.sdc]
current_design top

set clk_period 3.6
set clk_io_pct 0.2

create_clock -name clk0 -period $clk_period [get_ports {EXTCLK}]

set non_clock_inputs [all_inputs -no_clocks]
set_input_delay [expr $clk_period * $clk_io_pct] -clock clk0 $non_clock_inputs
set_output_delay [expr $clk_period * $clk_io_pct] -clock clk0 [all_outputs]
==> out/README.md <==
| Metric | Value |
|:---|:---|
| Mapped cell area | 3451 um^2 |
| Power per cell area | 529.5 nW/um^2 |
| RSZ-0062 raised after global routing | false |
| 1st-iter DRT viols | 68 |
| Post-route fraction of the period consumed by the critical path | 57.98% |
| Number of standard cells in the final layout excluding fillers | 389 |
| Total Negative Setup Slacks | 0 ns |
| Post-route antenna net violation count | 0 |
| Endpoint type of the worst setup path | flip-flop |
| Number of top-level pins | 7 |
| Final worst clock skew | 0.008826 ns |
| Yosys top cell by instances | sky130_fd_sc_hd__dfxtp_1 |
| Remaining DRCs | 0 |
| Portion of total power attributed to sequential cells | 57.2% |
| Log Warnings | 30 |
| Slew HR | 58.72% |
| Tmin final | 2.087 ns |
| Share of async-settable or async-resettable flops after synthesis | 0% |
| Final wirelength | 4499 um |
| Number of unique standard cell types used by synthesis | 37 |
| Final setup slack of the worst path | 1.513 ns |
| Biggest cell delay along the critical path | 0.40 ns |
| Top cell area share | 34.81% |
| CP max FO | 15 |
| Static leakage | 1.390 nW |
| Post-synth area hogs | sky130_fd_sc_hd__edfxtp_1 35%, sky130_fd_sc_hd__dfxtp_1 26%, sky130_fd_sc_hd__xnor2_1 7.1%, sky130_fd_sc_hd__ha_1 3.6%, sky130_fd_sc_hd__xor2_1 3.6% |
| Ratio of cells with drive above 1 in the final layout | 7.372% |
| Global router's overall resource usage | 14.38% |
| Number of iterations in the first detailed-routing pass | 4 |
| Maximum clock frequency | 479.1 MHz |
| Post-placement setup slack | 1.313 ns |
| WL per Instance | 11.57 um |
| Area inside the core boundary | 6495 um^2 |
| Worst-case clock buffer depth | 2 |
| CTS Hold Buffers Added | 0 |
| Kind of start point of the critical path | flip-flop |
| Clock Power Share | 34.4% |
| Mean cell area of the mapped netlist | 11.74 um^2 |
| Die extent in y | 85.08 um |
| Chip footprint | 7238 um^2 |
| Routability Congestion | 0.7829 |
| Maxcap violations | 0 |
| Count of clock tree sinks | 85 |
| Synth warn | 2 |
| Critical Path, Cell by Cell | inv_1, ha_1, nand2b_1, nor2_1, buf_4, a21oi_1, nor2b_1, buf_4 |
| Total instance count after detailed placement | 373 |
| Quantity of I/O buffers inserted on ports | 4 |
| Number of inserted diodes | 0 |
| Part of the power in combinational logic | 8.5% |
| Critical Setup Path Class | flip-flop to flip-flop |
| Cell taking the most area after synthesis | sky130_fd_sc_hd__edfxtp_1 |
| Total vias in the final route | 1923 |
| Worst VDD drop | 0.0004224 V |
| GRT Residual Overflow | 0 |
| Yosys synthesis chip area | 3451 um^2 |
| Antenna violations before repair | 0 |
| Post-synth seq share | 60.91% |
| Cell resize tally after clock tree synthesis | 0 |
| TritonCTS clock tree | yes |
| Slowest cell on the critical path | sky130_fd_sc_hd__edfxtp_1 |
| Yosys cell count | 294 |
| Final Hold Violation Tally | 0 |
| Hold slack final | 0.3739 ns |
| Die x size | 85.08 um |
| Outcome | finished clean |
| Worst min-delay path category | flip-flop to flip-flop |
| Post-CTS repair timing setup buffer count | 0 |
| Final standard cell area without fillers | 3791 um^2 |
| Slew Viols, Final | 0 |
| Clock transition at the register clock pins on the worst setup and hold paths after CTS | 0.08 ns |
| HPWL after detailed placement | 3008 um |
| Maximum number of pins on one net before global-route repair | 16 |
| Number of instances in the synthesized netlist | 294 |
| Number of global-route vias before repair | 1842 |
| Critical path's most frequent cell | sky130_fd_sc_hd__buf_4 |
| CTS Root Buffer Type | sky130_fd_sc_hd__clkbuf_8 |
| Required time of the critical path | 3.64 ns |
| Clock H-tree levels | 3 |
| Most used DFF post-synth | sky130_fd_sc_hd__dfxtp_1 |
| # rows | 29 |
| Core utilization of the finished layout | 58.37% |
| Average vias per placed instance | 4.943 |
| Count of flip-flops with a built-in enable after synthesis | 40 |
| Layout overhead on the synthesized area | 9.862% |
| Insertion delay of the later-clocked pin in the worst-skew pair | 0.34 ns |
| Setup-failing EPs final | 0 |
| Sw Ratio | 21.80% |
| Effective utilization at floorplan | 53.13% |
| CP Data Arrival Time | 2.13 ns |
| Post-layout power | 2.007 mW |
| Switch Pwr | 0.4375 mW |
| Number of clock buffers inserted by TritonCTS | 9 |
| Placed standard-cell area | 3586 um^2 |
| Int Pwr | 1.570 mW |
| Most common library cells after synthesis | 45 x sky130_fd_sc_hd__dfxtp_1, 40 x sky130_fd_sc_hd__edfxtp_1, 28 x sky130_fd_sc_hd__xnor2_1, 27 x sky130_fd_sc_hd__nand2_1, 24 x sky130_fd_sc_hd__nor2_1 |
| Global-route wire length before repair | 7962 um |
| Flops out of synthesis | 85 |
| Tightest Pin Transition | 0.6184 ns |
## logic make-up (layout without fill, tap and decap cells)
| family | Yosys count | count (layout) | synth area share [%] |
|---|---|---|---|
| simple gates | 119 | 119 | 18.42 |
| buf+inv | 21 | 39 | 2.320 |
| xor+xnor | 42 | 42 | 10.66 |
| mux | 8 | 8 | 2.321 |
| fa+ha+maj | 10 | 10 | 3.626 |
| compound gates | 9 | 9 | 1.740 |
| flops | 85 | 85 | 60.91 |
## registers in the layout (all words and copies together), names as in the netlist
register          cells
uart.rxReady          1
txData                8
uart.baud8x          11
uart.txTriggered      1
uart.txBuf            9
txStb                 1
dly                  25
uart.nextMiddle       4
LED1                  1
uart.txCnt            4
LED2                  1
uart.baudTick8x       1
uart.baudTick         1
uart.rxCnt            4
uart.rxBuf            9
rxAck                 1
uart.baudCnt          3
## worst max-delay path: cells and delay by family, from the launching register on
family,cells,cell delay [ns]
and+or+nand+nor,3,0.34
DFF,1,0.40
adders and majority gates,1,0.19
buffers and inverters,3,0.46
AOI/OAI and AO/OA,1,0.40
## path summary, 6_finish.rpt
kind / startpoint / end / slack (ns) / cells past startpoint
min: dly[24] / LED2 / 0.37 / 0
max reg2reg: uart.rxCnt[0] / uart.rxCnt[3] / 1.51 / 8
min reg2reg: dly[24] / LED2 / 0.37 / 0
max: uart.rxCnt[0] / uart.rxCnt[3] / 1.51 / 8
## final cells by class
type                       count  area, um^2
inverter                      17       63.81
tap                           77       96.34
fill                         541        2704
clock buffer                  10       127.6
timing repair buffer           6       55.05
sequential                    85        2102
clock inverter                 6       77.57
multi-input combinational    188        1269
## cell usage in the layout, fill, tap and decap left out, drive strengths merged, types with 6 or more instances in the layout
| cell | synthesis | layout |
|---|---|---|
| dfxtp | 45 | 45 |
| edfxtp | 40 | 40 |
| xnor2 | 28 | 28 |
| nand2 | 27 | 27 |
| nor2 | 24 | 24 |
| nand3 | 19 | 19 |
| inv | 17 | 17 |
| xor2 | 14 | 14 |
| nor2b | 13 | 13 |
| ha | 10 | 10 |
| clkbuf | 2 | 10 |
| mux2i | 8 | 8 |
| and3 | 7 | 7 |
| nand4 | 7 | 7 |
| nor3 | 6 | 6 |
## per-layer routing
metal  GRT usage, %  wire length, um
met1          23.74             2423
met4          1.695               62
met3          4.344              171
met5              0                0
met2          21.04             1842
## power groups by stage
stage | sequential, mW | clock (mW) | combinational [mW]
CTS | 1.15 | 0.716 | 0.173
global route | 1.16 | 0.755 | 0.199
finish | 1.15 | 0.690 | 0.170
No activity file was given, so power comes from the tool's default toggle rates.
